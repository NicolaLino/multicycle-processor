--- ./config.mk ---
export PLATFORM = sky130hd
export DESIGN_NAME = mux32x32to32
export DESIGN_NICKNAME = mux32x32to32
export VERILOG_FILES = /design/flow/design.v
export SDC_FILE = /design/flow/constraint.sdc
export NUM_CORES = 4
export LEC_CHECK = 1
export CORE_AREA = 10 10 408 408
export DIE_AREA = 0 0 418 418
--- ./constraint.sdc ---
current_design mux32x32to32

set clk_period 6.6
set clk_io_pct 0.2

create_clock -name clk0 -period $clk_period

set non_clock_inputs [all_inputs -no_clocks]
set_input_delay [expr $clk_period * $clk_io_pct] -clock clk0 $non_clock_inputs
set_output_delay [expr $clk_period * $clk_io_pct] -clock clk0 [all_outputs]
--- ./design.v ---
`timescale 1 ps / 100 fs
module decoder(WriteEn, RegWrite, WriteRegister);
  input RegWrite;
  input [4:0] WriteRegister;
  output [31:0] WriteEn;
  wire [31:0] OE;  
  dec5to32 dec(OE, WriteRegister);
  assign WriteEn[0] = 0;
  and #(50) gate1(WriteEn[1], OE[1], RegWrite);
  and #(50) gate2(WriteEn[2], OE[2], RegWrite);
  and #(50) gate3(WriteEn[3], OE[3], RegWrite);
  and #(50) gate4(WriteEn[4], OE[4], RegWrite);
  and #(50) gate5(WriteEn[5], OE[5], RegWrite);
  and #(50) gate6(WriteEn[6], OE[6], RegWrite);
  and #(50) gate7(WriteEn[7], OE[7], RegWrite);
  and #(50) gate8(WriteEn[8], OE[8], RegWrite);
  and #(50) gate9(WriteEn[9], OE[9], RegWrite);
  and #(50) gate10(WriteEn[10], OE[10], RegWrite);
  and #(50) gate11(WriteEn[11], OE[11], RegWrite);
  and #(50) gate12(WriteEn[12], OE[12], RegWrite);
  and #(50) gate13(WriteEn[13], OE[13], RegWrite);
  and #(50) gate14(WriteEn[14], OE[14], RegWrite);
  and #(50) gate15(WriteEn[15], OE[15], RegWrite);
  and #(50) gate16(WriteEn[16], OE[16], RegWrite);
  and #(50) gate17(WriteEn[17], OE[17], RegWrite);
  and #(50) gate18(WriteEn[18], OE[18], RegWrite);
  and #(50) gate19(WriteEn[19], OE[19], RegWrite);
  and #(50) gate20(WriteEn[20], OE[20], RegWrite);
  and #(50) gate21(WriteEn[21], OE[21], RegWrite);
  and #(50) gate22(WriteEn[22], OE[22], RegWrite);
  and #(50) gate23(WriteEn[23], OE[23], RegWrite);
  and #(50) gate24(WriteEn[24], OE[24], RegWrite);
  and #(50) gate25(WriteEn[25], OE[25], RegWrite);
  and #(50) gate26(WriteEn[26], OE[26], RegWrite);
  and #(50) gate27(WriteEn[27], OE[27], RegWrite);
  and #(50) gate28(WriteEn[28], OE[28], RegWrite);
  and #(50) gate29(WriteEn[29], OE[29], RegWrite);
  and #(50) gate30(WriteEn[30], OE[30], RegWrite);
  and #(50) gate31(WriteEn[31], OE[31], RegWrite);
endmodule
module andmore(g, a, b, c, d, e);
  output g;
  input a, b, c, d, e;
  wire f1;
  and #(50) and1(f1, a, b, c, d),
            and2(g, f1, e);
endmodule  
module dec5to32(Out, Adr);
  input [4:0] Adr;  
  output [31:0] Out;
  wire Nota,Notb,Notc,Notd,Note;
  not #(50) Inv4(Nota, Adr[4]);
  not #(50) Inv3(Notb, Adr[3]);
  not #(50) Inv2(Notc, Adr[2]);
  not #(50) Inv1(Notd, Adr[1]);
  not #(50) Inv0(Note, Adr[0]);
  andmore a0(Out[0], Nota, Notb, Notc, Notd, Note);              
  andmore a1(Out[1], Nota, Notb, Notc, Notd, Adr[0]);            
  andmore a2(Out[2], Nota, Notb, Notc, Adr[1], Note);            
  andmore a3(Out[3], Nota, Notb, Notc, Adr[1], Adr[0]);
  andmore a4(Out[4], Nota, Notb, Adr[2], Notd, Note);
  andmore a5(Out[5], Nota, Notb, Adr[2], Notd, Adr[0]);
  andmore a6(Out[6], Nota, Notb, Adr[2], Adr[1], Note);
  andmore a7(Out[7], Nota, Notb, Adr[2], Adr[1], Adr[0]);
  andmore a8(Out[8], Nota, Adr[3], Notc, Notd, Note);
  andmore a9(Out[9], Nota, Adr[3], Notc, Notd, Adr[0]);
  andmore a10(Out[10], Nota, Adr[3], Notc, Adr[1], Note);
  andmore a11(Out[11], Nota, Adr[3], Notc, Adr[1], Adr[0]);
  andmore a12(Out[12], Nota, Adr[3], Adr[2], Notd, Note);
  andmore a13(Out[13], Nota, Adr[3], Adr[2], Notd, Adr[0]);
  andmore a14(Out[14], Nota, Adr[3], Adr[2], Adr[1], Note);
  andmore a15(Out[15], Nota, Adr[3], Adr[2], Adr[1], Adr[0]);
  andmore a16(Out[16], Adr[4], Notb, Notc, Notd, Note);
  andmore a17(Out[17], Adr[4], Notb, Notc, Notd, Adr[0]);
  andmore a18(Out[18], Adr[4], Notb, Notc, Adr[1], Note);
  andmore a19(Out[19], Adr[4], Notb, Notc, Adr[1], Adr[0]);
  andmore a20(Out[20], Adr[4], Notb, Adr[2], Notd, Note);
  andmore a21(Out[21], Adr[4], Notb, Adr[2], Notd, Adr[0]);
  andmore a22(Out[22], Adr[4], Notb, Adr[2], Adr[1], Note);
  andmore a23(Out[23], Adr[4], Notb, Adr[2], Adr[1], Adr[0]);
  andmore a24(Out[24], Adr[4], Adr[3], Notc, Notd, Note);
  andmore a25(Out[25], Adr[4], Adr[3], Notc, Notd, Adr[0]);
  andmore a26(Out[26], Adr[4], Adr[3], Notc, Adr[1], Note);
  andmore a27(Out[27], Adr[4], Adr[3], Notc, Adr[1], Adr[0]);
  andmore a28(Out[28], Adr[4], Adr[3], Adr[2], Notd, Note);
  andmore a29(Out[29], Adr[4], Adr[3], Adr[2], Notd, Adr[0]);
  andmore a30(Out[30], Adr[4], Adr[3], Adr[2], Adr[1], Note);
  andmore a31(Out[31], Adr[4], Adr[3], Adr[2], Adr[1], Adr[0]);  
endmodule
`timescale 1 ps / 100 fs
module mux32to1(Out, In, Select);
  output Out;
  input [31:0] In;
  input [4:0] Select;
  wire [31:0] OE, f;  
  wire g12, g7, g8, g9, g10,g11, g3, g4, g5, g6;
  dec5to32 dec1(OE, Select);
  and #(50) g_0(f[0], OE[0], In[0]);
  and #(50) g_1(f[1], OE[1], In[1]);
  and #(50) g_2(f[2], OE[2], In[2]);
  and #(50) g_3(f[3], OE[3], In[3]);
  and #(50) g_4(f[4], OE[4], In[4]);
  and #(50) g_5(f[5], OE[5], In[5]);
  and #(50) g_6(f[6], OE[6], In[6]);
  and #(50) g_7(f[7], OE[7], In[7]);
  and #(50) g_8(f[8], OE[8], In[8]);
  and #(50) g_9(f[9], OE[9], In[9]);
  and #(50) g_10(f[10], OE[10], In[10]);
  and #(50) g_11(f[11], OE[11], In[11]);
  and #(50) g_12(f[12], OE[12], In[12]);
  and #(50) g_13(f[13], OE[13], In[13]);
  and #(50) g_14(f[14], OE[14], In[14]);
  and #(50) g_15(f[15], OE[15], In[15]);
  and #(50) g_16(f[16], OE[16], In[16]);
  and #(50) g_17(f[17], OE[17], In[17]);
  and #(50) g_18(f[18], OE[18], In[18]);
  and #(50) g_19(f[19], OE[19], In[19]);
  and #(50) g_20(f[20], OE[20], In[20]);
  and #(50) g_21(f[21], OE[21], In[21]);
  and #(50) g_22(f[22], OE[22], In[22]);
  and #(50) g_23(f[23], OE[23], In[23]);
  and #(50) g_24(f[24], OE[24], In[24]);
  and #(50) g_25(f[25], OE[25], In[25]);
  and #(50) g_26(f[26], OE[26], In[26]);
  and #(50) g_27(f[27], OE[27], In[27]);
  and #(50) g_28(f[28], OE[28], In[28]);
  and #(50) g_29(f[29], OE[29], In[29]);
  and #(50) g_30(f[30], OE[30], In[30]);
  and #(50) g_31(f[31], OE[31], In[31]);
  or #(50) gate3(g3, f[0], f[1], f[2], f[3]);
  or #(50) gate4(g4, f[4], f[5], f[6], f[7]);
  or #(50) gate5(g5, f[8], f[9], f[10], f[11]);
  or #(50) gate6(g6, f[12], f[13], f[14], f[15]);
  or #(50) gate7(g7, f[16], f[17], f[18], f[19]);
  or #(50) gate8(g8, f[20], f[21], f[22], f[23]);
  or #(50) gate9(g9, f[24], f[25], f[26], f[27]);
  or #(50) gate10(g10, f[28], f[29], f[30], f[31]);
  or #(50) gate11(g11, g3, g4, g5, g6);
  or #(50) gate12(g12, g7, g8, g9, g10);
  or #(50) gate(Out, g11, g12);
endmodule
module mux32x32to32(ReadData, In0, In1, In2, In3, In4, In5, In6, In7, In8, In9, In10, In11, In12, In13, In14, In15, In16, In17, In18, In19, In20, In21, In22, In23, In24, In25, In26, In27, In28, In29, In30, In31, ReadRegister);
  input [31:0] In0, In1, In2, In3, In4, In5, In6, In7, In8, In9, In10, In11, In12, In13, In14, In15, In16, In17, In18, In19, In20, In21, In22, In23, In24, In25, In26, In27, In28, In29, In30, In31;
  input [4:0] ReadRegister;
  output [31:0] ReadData;
  reg [31:0] ArrayReg [0:31];
  integer j;
  always @(*)
  begin
    for (j = 0; j <= 31; j = j + 1)
      ArrayReg[j] = {In31[j], In30[j], In29[j], In28[j], In27[j], In26[j], In25[j], In24[j], In23[j], In22[j], In21[j],
                     In20[j], In19[j], In18[j], In17[j], In16[j], In15[j], In14[j], In13[j], In12[j], In11[j],
                     In10[j], In9[j], In8[j], In7[j], In6[j], In5[j], In4[j], In3[j], In2[j], In1[j], In0[j]};
  end
  mux32to1 mux0(ReadData[0], ArrayReg[0], ReadRegister);
  mux32to1 mux1(ReadData[1], ArrayReg[1], ReadRegister);
  mux32to1 mux2(ReadData[2], ArrayReg[2], ReadRegister);
  mux32to1 mux3(ReadData[3], ArrayReg[3], ReadRegister);
  mux32to1 mux4(ReadData[4], ArrayReg[4], ReadRegister);
  mux32to1 mux5(ReadData[5], ArrayReg[5], ReadRegister);
  mux32to1 mux6(ReadData[6], ArrayReg[6], ReadRegister);
  mux32to1 mux7(ReadData[7], ArrayReg[7], ReadRegister);
  mux32to1 mux8(ReadData[8], ArrayReg[8], ReadRegister);
  mux32to1 mux9(ReadData[9], ArrayReg[9], ReadRegister);
  mux32to1 mux10(ReadData[10], ArrayReg[10], ReadRegister);
  mux32to1 mux11(ReadData[11], ArrayReg[11], ReadRegister);
  mux32to1 mux12(ReadData[12], ArrayReg[12], ReadRegister);
  mux32to1 mux13(ReadData[13], ArrayReg[13], ReadRegister);
  mux32to1 mux14(ReadData[14], ArrayReg[14], ReadRegister);
  mux32to1 mux15(ReadData[15], ArrayReg[15], ReadRegister);
  mux32to1 mux16(ReadData[16], ArrayReg[16], ReadRegister);
  mux32to1 mux17(ReadData[17], ArrayReg[17], ReadRegister);
  mux32to1 mux18(ReadData[18], ArrayReg[18], ReadRegister);
  mux32to1 mux19(ReadData[19], ArrayReg[19], ReadRegister);
  mux32to1 mux20(ReadData[20], ArrayReg[20], ReadRegister);
  mux32to1 mux21(ReadData[21], ArrayReg[21], ReadRegister);
  mux32to1 mux22(ReadData[22], ArrayReg[22], ReadRegister);
  mux32to1 mux23(ReadData[23], ArrayReg[23], ReadRegister);
  mux32to1 mux24(ReadData[24], ArrayReg[24], ReadRegister);
  mux32to1 mux25(ReadData[25], ArrayReg[25], ReadRegister);
  mux32to1 mux26(ReadData[26], ArrayReg[26], ReadRegister);
  mux32to1 mux27(ReadData[27], ArrayReg[27], ReadRegister);
  mux32to1 mux28(ReadData[28], ArrayReg[28], ReadRegister);
  mux32to1 mux29(ReadData[29], ArrayReg[29], ReadRegister);
  mux32to1 mux30(ReadData[30], ArrayReg[30], ReadRegister);
  mux32to1 mux31(ReadData[31], ArrayReg[31], ReadRegister);
endmodule
module mux21(O, A, B, sel);
  output O;
  input A, B, sel;
  wire nsel, O1, O2;
  not #(50) not1(nsel, sel);
  and #(50) and1(O1, A, nsel);
  and #(50) and2(O2, B, sel);
  or #(50) or2(O, O1, O2);
endmodule
module mux2x5to5(AddrOut, Addr0, Addr1, Select);
  output [4:0] AddrOut;  
  input [4:0] Addr0, Addr1;  
  input Select;
  mux2_1 mux0(AddrOut[0], Addr0[0], Addr1[0], Select);
  mux2_1 mux1(AddrOut[1], Addr0[1], Addr1[1], Select);
  mux2_1 mux2(AddrOut[2], Addr0[2], Addr1[2], Select);
  mux2_1 mux3(AddrOut[3], Addr0[3], Addr1[3], Select);
  mux2_1 mux4(AddrOut[4], Addr0[4], Addr1[4], Select);
endmodule
module mux2x32to32(DataOut, Data0, Data1, Select);
  output [31:0] DataOut;  
  input [31:0] Data0, Data1;  
  input Select;
  mux21 mux0(DataOut[0], Data0[0], Data1[0], Select);
  mux21 mux1(DataOut[1], Data0[1], Data1[1], Select);
  mux21 mux2(DataOut[2], Data0[2], Data1[2], Select);
  mux21 mux3(DataOut[3], Data0[3], Data1[3], Select);
  mux21 mux4(DataOut[4], Data0[4], Data1[4], Select);
  mux21 mux5(DataOut[5], Data0[5], Data1[5], Select);
  mux21 mux6(DataOut[6], Data0[6], Data1[6], Select);
  mux21 mux7(DataOut[7], Data0[7], Data1[7], Select);
  mux21 mux8(DataOut[8], Data0[8], Data1[8], Select);
  mux21 mux9(DataOut[9], Data0[9], Data1[9], Select);
  mux21 mux10(DataOut[10], Data0[10], Data1[10], Select);
  mux21 mux11(DataOut[11], Data0[11], Data1[11], Select);
  mux21 mux12(DataOut[12], Data0[12], Data1[12], Select);
  mux21 mux13(DataOut[13], Data0[13], Data1[13], Select);
  mux21 mux14(DataOut[14], Data0[14], Data1[14], Select);
  mux21 mux15(DataOut[15], Data0[15], Data1[15], Select);
  mux21 mux16(DataOut[16], Data0[16], Data1[16], Select);
  mux21 mux17(DataOut[17], Data0[17], Data1[17], Select);
  mux21 mux18(DataOut[18], Data0[18], Data1[18], Select);
  mux21 mux19(DataOut[19], Data0[19], Data1[19], Select);
  mux21 mux20(DataOut[20], Data0[20], Data1[20], Select);
  mux21 mux21(DataOut[21], Data0[21], Data1[21], Select);
  mux21 mux22(DataOut[22], Data0[22], Data1[22], Select);
  mux21 mux23(DataOut[23], Data0[23], Data1[23], Select);
  mux21 mux24(DataOut[24], Data0[24], Data1[24], Select);
  mux21 mux25(DataOut[25], Data0[25], Data1[25], Select);
  mux21 mux26(DataOut[26], Data0[26], Data1[26], Select);
  mux21 mux27(DataOut[27], Data0[27], Data1[27], Select);
  mux21 mux28(DataOut[28], Data0[28], Data1[28], Select);
  mux21 mux29(DataOut[29], Data0[29], Data1[29], Select);
  mux21 mux30(DataOut[30], Data0[30], Data1[30], Select);
  mux21 mux31(DataOut[31], Data0[31], Data1[31], Select);
endmodule
module mux3x32to32(DataOut,A,B,C,Select);
  output [31:0] DataOut;
  input [1:0] Select;
  input [31:0] A,B,C;
  wire [31:0] DataOut1,DataOut2;
  mux2x32to32 muxAC(DataOut1,A,C, Select[1]);
  mux2x32to32 muxBA(DataOut2,B,A, Select[1]);
  mux2x32to32 muxABC(DataOut,DataOut1,DataOut2, Select[0]);
endmodule
module mux4x32to32(DataOut, A, C, B, D, Select);
   output [31:0] DataOut;
  input [31:0] A, B, C, D;
  input [1:0] Select;
  wire [31:0] Out0, Out1, Out2;
  mux2x32to32 muxAB(Out0, A, B, Select[1]);
  mux2x32to32 muxCD(Out1, C, D, Select[1]);
  mux2x32to32 muxABC(Out2, Out0, Out1, Select[0]);
  assign DataOut = Out2;
endmodule
--- ./run.sh ---
#!/bin/bash
# OpenROAD 26Q1-2900-gdf79404cd8, Yosys 0.63+post, stock flow scripts
make -C /OpenROAD-flow-scripts/flow DESIGN_CONFIG=/design/flow/config.mk WORK_HOME=/design/flow/orfs finish
==> results.ini <==
[route]
drt.antenna.violating_nets = 0
routedWlPerCell_um = 48.2
drc = 0
drtIter0Drc = 2012
via_per_inst = 4.12
drt_wl_total_mm = 206
vias = 17622
drt_pass1_iterations = 6

[power]
power.internal_w = 0.000769
switching_share_pct = 47.4
peakVddDrop_mv = 0.0196
powerDensity_nw_per_um2 = 67.9
clkPwrFrac_pct = 0
comb_power_share_pct = 100.0
p_leak_nw = 7.49
p_sw_w = 0.000694
p_seq_share_pct = 0

[min_path]
min_path_cells = 5
min_path_type = input port to primary output
hold_start = In1[31]
worstHoldEndpoint = ReadData[31]

[grt]
grt_start_max_net_pins = 64
grt_pass1_wl_mm = 244
grt_usage_pct = 22.7
gr-total-overflow = 0
antenna_found_initial = 245
grt_pass1_vias = 16974

[cts]
cts_hold_buf = 0
cts_setup_buffers = 0
ctsResizeCount = 0

[worst_setup_path]
cpPeakStageDelay_ns = 0.74
arrival_ns = 5.07
cp-start-kind = input port
critPathCaptureType = primary output
required_ns = 5.28
setup.worst_path.class = input port to primary output
cpMostUsedCell = buf_4
crit_path_top_delay_cell = or4_1
crit_family = buffers and inverters
cp_num_buf_inv = 6
path_depth = 11
cp_cell_sequence = buf_2 -> buf_4 -> buf_4 -> nand3b_2 -> nor2_4 -> buf_4 -> a2111oi_0 -> buf_4 -> nand3_1 -> or4_1 -> buf_12
path_max_fanout = 25

[final_timing]
holdWs_ns = 3.52
layout_setup_ws_ns = 0.212
hold_violations = 0
setup_viol = 0
min_period_ns = 6.39
finalMaxSlewViolations = 0
finalSetupTns_ns = 0
tightest_slew_ns = 1.15
max-slew-margin-rel_pct = 22.1
rsz0062_at_grt = false
fmax_mhz = 157
finalCritPeriodShare_pct = 96.8

[yosys]
synth.area.top_cells = a22oi_1 (28%), and3_1 (11%), nand3_1 (5.1%)
ys_sh_xor_pct = 0
ys_sh_aoi_pct = 47.6
synth_top_area_share_pct = 28.0
ys_sh_adder_pct = 0
syn-cell-area_um2 = 7610
syn_inst = 1126
top_logic_kind = AND-OR/OR-AND gates
yosys_cells = 1126
ys_warn_count = 3
ys_seq_share_pct = 0
synth.avg_cell_area_um2 = 6.76
yosysChipArea_um2 = 7610
mux_share_pct = 6.73
largest_area_cell = a22oi_1
ys_sh_simple_pct = 34.8
ys_types = 62

[placement]
gp_congestion = 1.08
dp_slack_ns = 0.264
io_buffers = 1061
dp_hpwl_mm = 187
dp.cells = 4224

[floorplan]
initCoreUtil_pct = 4.82
rows = 146
design.core.area_um2 = 158000
die_area_um2 = 175000
ioPinCount = 1061
die_w_um = 418
dieHeight_um = 418

[final_layout]
clkbuf_count = 0
seq_area_um2 = 0
drive_above_1_share_pct = 10.3
fin_cells = 4282
flops = 0
post-route-util_pct = 13.7
synthToLayoutAreaGrowth_pct = 183

[job]
maxCapViolCount = 0
warning_count = 32

[outcome]
status = complete, no violations

## stage by stage
step | instance area (um2) | power (W)
after CTS | 21400 | 0.00146
after detailed placement | 21400 | 0.00145
after floorplan | 7610 | 0.000269
after global routing | 21500 | 0.00149
after global placement | 21400 | 0.00146
final | 21500 | 0.00146
## tightest hold or removal path: cells and delay by family
| kind | cells | cell delay, ns |
|---|---|---|
| buf+inv | 2 | 0.59 |
| simple gates | 2 | 0.22 |
| compound gates | 1 | 0.07 |
## layout by cell type, fill, tap and decap left out, drive strengths merged, types with 6 or more instances in the layout
cell type / instances
nor2: 54
o2bb2ai: 6
o21ai: 12
clkdlybuf4s50: 1031
nor3: 17
mux2: 13
nand3b: 7
mux2i: 32
nand4: 60
a22oi: 284
a221oi: 7
or4: 25
buf: 151
and3: 131
nand2b: 6
inv: 7
a22o: 26
nand2: 33
a21oi: 20
nand3: 78
a32o: 8
diode: 58
a2111oi: 45
nor2b: 9
a32oi: 16
## worst max-delay path by stage
stage	startpoint	end	slack (ns)
CTS	ReadRegister[3]	ReadData[10]	0.26
finish	ReadRegister[3]	ReadData[10]	0.21
global route	ReadRegister[3]	ReadData[10]	0.15
## Yosys cell counts, drive strengths merged (3+ instances only)
cell type and n:
nand3b 7, nor2b 9, nor3 17, and2 4
nand4 60, nand2b 6, nor2 54, a32oi 16
nor4 4, mux2 13, a32o 8, o2111ai 3
nand2 33, a22oi 284, a31oi 4, inv 7
or3b 4, a211oi 3, mux2i 32, and3 131
a21oi 20, o22ai 4, buf 81, or4b 3
a22o 26, nand3 78, and4 4, and3b 3
clkbuf 75, o21ai 12, a2111oi 45, nor3b 5
o2bb2ai 6, o32ai 5, or4 25, a221oi 7
a222oi 5
## final cells by class
type / instances / area [um2]
fillers: 18204 / 136000
repair buffers: 1182 / 11800
multi-input cells: 963 / 7000
well taps: 2072 / 2590
diodes: 58 / 145
inverters: 7 / 26.3
## layer usage
metal / vias to the layer above / GRT usage [%] / wire length [um]
met5: - / 0 / 1080
met4: 162 / 6.38 / 6530
met3: 412 / 9.29 / 21900
met2: 1462 / 36.0 / 95200
met1: 8731 / 28.1 / 81800
li1: 6855 / - / -
## power groups by stage
stage,logic [W],registers [W],clock network [W]
CTS,0.00146,0,0
global route,0.00149,0,0.000000000479
finish,0.00146,0,0.000000000720
## cells by family (layout without fill, tap and decap cells)
kind of cell	Yosys count	in the layout
buffers and inverters	163	1189
AND-OR/OR-AND	459	459
multiplexers	47	47
AND/OR/NAND/NOR	457	457
other	0	58
Power is estimated from default activity; no workload was simulated.
